<file path="./design.v">
module simon(
    input wire clk,
    input wire rst,
    input wire [3:0] btn,     
    input wire start,
    input wire difficulty,  
    output reg [3:0] led,     
    output reg [11:0] rgb,    
    output reg hsync,         
    output reg vsync,         
    output reg [6:0] score,    
    output reg [3:0] an        
);
    parameter H_DISPLAY = 640;
    parameter H_FRONT = 16;
    parameter H_SYNC = 96;
    parameter H_BACK = 48;
    parameter V_DISPLAY = 480;
    parameter V_FRONT = 10;
    parameter V_SYNC = 2;
    parameter V_BACK = 33;
    parameter TOTAL_COLS = H_DISPLAY + H_FRONT + H_SYNC + H_BACK;
    parameter TOTAL_ROWS = V_DISPLAY + V_FRONT + V_SYNC + V_BACK;
    parameter SLOW_DELAY_ON = 27'd50000000;
    parameter SLOW_DELAY_OFF = 27'd60000000;
    parameter FAST_DELAY_ON = 27'd20000000;
    parameter FAST_DELAY_OFF = 27'd25000000;
    localparam IDLE = 3'b000;
    localparam SHOW = 3'b001;
    localparam WAIT = 3'b010;
    localparam INPUT = 3'b011;
    localparam WIN = 3'b100;
    localparam LOSE = 3'b101;
    reg [2:0] state;
    reg [3:0] sequence [15:0];
    reg [4:0] current_length;
    reg [4:0] current_pos;
    reg [26:0] counter;
    reg [9:0] h_count;
    reg [9:0] v_count;
    reg [3:0] btn_prev;
    reg [3:0] btn_valid;
    reg pixel_clk;
    reg [1:0] clk_div;
    reg [26:0] delay_counter;  
    reg [16:0] refresh_counter;
    wire [1:0] display_select;
    reg [3:0] digit_value;   
    assign display_select = refresh_counter[16:15];
    initial begin
        state = IDLE;
        current_length = 0;
        current_pos = 0;
        digit_value = 0;
        btn_prev = 0;
        btn_valid = 0;
        refresh_counter = 0;
    end
    always @(posedge clk) begin
        clk_div <= clk_div + 1;
        pixel_clk <= (clk_div == 0);
        refresh_counter <= refresh_counter + 1;
    end
    always @(posedge clk) begin
        btn_prev <= btn;
        btn_valid <= (btn & ~btn_prev);
    end
    always @(posedge pixel_clk or posedge rst) begin
        if (rst) begin
            h_count <= 0;
            v_count <= 0;
        end else begin
            if (h_count == TOTAL_COLS - 1) begin
                h_count <= 0;
                if (v_count == TOTAL_ROWS - 1)
                    v_count <= 0;
                else
                    v_count <= v_count + 1;
            end else
                h_count <= h_count + 1;
        end
    end
    always @* begin
        hsync = ~((h_count >= (H_DISPLAY + H_FRONT)) && 
                  (h_count < (H_DISPLAY + H_FRONT + H_SYNC)));
        vsync = ~((v_count >= (V_DISPLAY + V_FRONT)) && 
                  (v_count < (V_DISPLAY + V_FRONT + V_SYNC)));
    end
    always @* begin
        case(display_select)
            2'b00: begin
                an = 4'b1110;   
                case(digit_value)
                    4'h0: score = 7'b1000000;  
                    4'h1: score = 7'b1111001;  
                    4'h2: score = 7'b0100100;  
                    4'h3: score = 7'b0110000;  
                    4'h4: score = 7'b0011001;  
                    4'h5: score = 7'b0010010;  
                    4'h6: score = 7'b0000010;  
                    4'h7: score = 7'b1111000;  
                    4'h8: score = 7'b0000000;  
                    4'h9: score = 7'b0010000;  
                    default: score = 7'b1111111;  
                endcase
            end
            default: begin
                an = 4'b1111;   
                score = 7'b1111111;  
            end
        endcase
    end
    reg [15:0] lfsr;
    always @(posedge clk) begin
        if (rst)
            lfsr <= 16'hFFFF;
        else
            lfsr <= {lfsr[14:0], lfsr[15] ^ lfsr[14] ^ lfsr[12] ^ lfsr[3]};
    end
    always @(posedge clk or posedge rst) begin
        if (rst) begin
            state <= IDLE;
            current_length <= 0;
            current_pos <= 0;
            digit_value <= 0;
            led <= 4'b0000;
            counter <= 0;
        end else begin
            case (state)
                IDLE: begin
                    led <= 4'b0000;
                    if (start) begin
                        state <= SHOW;
                        sequence[0] <= lfsr[1:0];
                        current_length <= 1;
                        current_pos <= 0;
                        counter <= 0;
                        digit_value <= 0;
                    end
                end
                SHOW: begin
                    if (difficulty) begin
                        if (delay_counter < SLOW_DELAY_ON) begin
                            led <= (4'b0001 << sequence[current_pos]);  
                            delay_counter <= delay_counter + 1;
                        end else if (delay_counter < SLOW_DELAY_OFF) begin
                            led <= 4'b0000;  
                            delay_counter <= delay_counter + 1;
                        end else begin
                            delay_counter <= 0;
                            if (current_pos == current_length - 1) begin
                                state <= INPUT;
                                current_pos <= 0;
                                led <= 4'b0000;
                            end else begin
                                current_pos <= current_pos + 1;
                            end
                        end
                    end else begin
                        if (delay_counter < FAST_DELAY_ON) begin
                            led <= (4'b0001 << sequence[current_pos]);  
                            delay_counter <= delay_counter + 1;
                        end else if (delay_counter < FAST_DELAY_OFF) begin
                            led <= 4'b0000;  
                            delay_counter <= delay_counter + 1;
                        end else begin
                            delay_counter <= 0;
                            if (current_pos == current_length - 1) begin
                                state <= INPUT;
                                current_pos <= 0;
                                led <= 4'b0000;
                            end else begin
                                current_pos <= current_pos + 1;
                            end
                        end
                    end
                end
                INPUT: begin
                    led <= btn;
                    if (|btn_valid) begin
                        if (btn_valid == (4'b0001 << sequence[current_pos])) begin
                            if (current_pos == current_length - 1) begin
                                if ((difficulty && current_length == 5) || (!difficulty && current_length == 4)) begin
                                    digit_value <= digit_value + 1;
                                    state <= WIN;
                                end else begin
                                    state <= SHOW;
                                    sequence[current_length] <= (lfsr[1:0] == 2'b11) ? 2'b10 : {1'b0, lfsr[0]};
                                    current_length <= current_length + 1;
                                    current_pos <= 0;
                                    if (digit_value < 9)  
                                        digit_value <= digit_value + 1;
                                    counter <= 0;
                                end
                            end else begin
                                current_pos <= current_pos + 1;
                            end
                        end else begin
                            state <= LOSE;
                        end
                    end
                end
                WIN: begin
                    led <= 4'b1111;
                    if (start) begin
                        state <= IDLE;
                    end
                end
                LOSE: begin
                    led <= 4'b0000;
                    counter <= counter + 1;
                    if (start) begin
                        state <= IDLE;
                    end
                end
            endcase
        end
    end
    always @* begin
        if (h_count < H_DISPLAY && v_count < V_DISPLAY) begin
            case (state)
                IDLE: rgb = 12'h333;
                SHOW, INPUT: begin
                    case (led)
                        4'b0001: rgb = 12'h00F; 
                        4'b0010: rgb = 12'hFF0; 
                        4'b0100: rgb = 12'hF0F; 
                        4'b1000: rgb = 12'h0F0; 
                        default: rgb = 12'h444;
                    endcase
                end
                WIN: rgb = 12'hF00;
                LOSE: rgb = (counter[24]) ? 12'h00F : 12'h333;
                default: rgb = 12'h333;
            endcase
        end else
            rgb = 12'h000;
    end
endmodule
</file>
<file path="./run.sh">
#!/bin/bash
# OpenROAD 26Q1-2900-gdf79404cd8, Yosys 0.63+post, stock flow scripts
make -C /OpenROAD-flow-scripts/flow DESIGN_CONFIG=/design/flow/config.mk WORK_HOME=/design/flow/orfs finish
</file>
<file path="./config.mk">
export PLATFORM = sky130hd
export DESIGN_NAME = simon
export DESIGN_NICKNAME = simon
export VERILOG_FILES = /design/flow/design.v
export SDC_FILE = /design/flow/constraint.sdc
export NUM_CORES = 4
export LEC_CHECK = 1
export CORE_UTILIZATION = 40
</file>
<file path="./constraint.sdc">
current_design simon

set clk_period 7.0
set clk_io_pct 0.2

create_clock -name clk0 -period $clk_period [get_ports {clk}]

set non_clock_inputs [all_inputs -no_clocks]
set_input_delay [expr $clk_period * $clk_io_pct] -clock clk0 $non_clock_inputs
set_output_delay [expr $clk_period * $clk_io_pct] -clock clk0 [all_outputs]
</file>
==> GITHUB_STEP_SUMMARY <==
## Synthesis and layout report

| Metric | Value |
|---|---|
| Cell row count | `between 50 and 60` |
| Area contributors post-synth | `edfxtp_1 (21%), dfrtp_1 (19%), dfxtp_1 (10%)` |
| Crit Path Class | `reg -> out` |
| CP Launch Type | `flop` |
| Total gr overflow | `0` |
| Vias in the first global route | `~6000` |
| CTS clock-pin slew for the worst setup and hold paths | `60 ps` |
| Die Height | `about 150 µm` |
| Root Buffer | `clkbuf_16` |
| Endpoints left unconstrained | `22` |
| Final Hold Viols | `0` |
| Antenna violations before repair | `0` |
| Cell Area, Synth | `between 8000 and 9000 µm²` |
| Outcome | `completed` |
| Cell Type Count | `around 67` |
| RSZ-0062 raised after global routing | `false` |
| Sequential share of power | `between 40% and 50%` |
| Peak supply drop | `162 µV` |
| Max-slew headroom | `slightly above 50%` |
| CTS resizes | `0` |
| Core footprint | `21100 µm²` |
| Avg Vias per Cell | `roughly 5.2` |
| Area leader share | `20.6%` |
| Chip area | `22100 µm²` |
| First-pass GRT wire length | `29800 µm` |
| DR DRC count | `0` |
| Avg Cell Area, Syn | `~9.6 µm²` |
| Max clock buf depth | `2` |
| Crit path DAT | `between 2000 and 3000 ps` |
| CTS tree | `built` |
| Max Cap Violations | `0` |
| Largest area contributor in the netlist | `edfxtp_1` |
| TritonCTS buffer count | `17` |
| WL final | `roughly 18000 µm` |
| Sum of negative setup slack | `0 ps` |
| Clk_skew | `between 9 and 10 ps` |
| Clk latency late pin | `about 420 ps` |
| Layout area overhead | `13.1%` |
| CP Capture Type | `primary output` |
| Crit-path cells | `nand2b_1 > or4_1 > a31oi_1 > clkdlybuf4s50_1` |
| Crit path max-delay family | `simple AND/OR/NAND/NOR gates` |
| Post CTS Setup Buffer Count | `0` |
| Hpwl dp | `12200 µm` |
| Post-CTS Hold Fix Bufs | `0` |
| Worst hold path type | `reg -> reg` |
| Initial Util | `40.8%` |
| Psw | `401 µW` |
| Clock period minus worst slack | `between 4000 and 5000 ps` |
| Comb pwr share | `2.7%` |
| Die width | `approximately 150 µm` |
| Final WS setup | `roughly 2900 ps` |
| Largest net degree at the start of global routing | `about 58` |
| Actual slew at the worst max-slew pin | `726 ps` |
| Number of synthesized flops with an enable pin | `around 59` |
| DR WL/cell | `roughly 15 µm` |
| # setup viols final | `0` |
| Number of synthesis warnings | `2` |
| Cell-internal power | `between 1 and 1.5 mW` |
| RD Place Congestion | `a little over 0.9` |
| Ant diodes | `0` |
| Initial DRC Count | `445` |
| Worst Path Required | `between 5000 and 6000 ps` |
| Max Clk Rate | `around 0.24 GHz` |
| Tool warnings | `39` |
| Max Slew Vio Count | `0` |
| Synth Register Bits | `~170` |
| Final period utilization | `between 50 and 60%` |
| Slowest cell on the critical path | `or4_1` |
| Peak per-stage delay on the critical path | `570 ps` |
| Mapped Cells | `about 900` |
| Register pins left without a clock | `20` |
| P_leak | `~3.6 nW` |
| Seq share, synth | `between 50 and 60%` |
| Power per cell area | `~190 nW/µm²` |
| Yosys cell count | `897` |
| Pre-CTS setup slack | `3080 ps` |
| Asr flop ratio synth | `between 30% and 40%` |
| Top FF cell, synth | `dfrtp_1` |
| # IOs | `37` |
| PortBufs | `33` |
| Clock share of power | `48.2%` |
| Routed via count | `6292` |
| H-tree depth | `4` |
| GRT Overall Usage | `roughly 17%` |
| Crit path buffers/inverters | `1` |
| Sw frac | `21.5%` |
| TritonRoute pass-1 iters | `5` |
| Yosys Chip Area | `about 8600 µm²` |
| Routed Antenna Nets | `0` |
| Share of cells above drive strength 1 | `approximately 8.3%` |
| Crit-path max FO | `15` |
stage by stage:
| step | area [µm²] | hold slack [ps] | util [%] | power (mW) | instances |
|---|---|---|---|---|---|
| CTS | 9730 | 383 | 46.2 | 1.89 | 1200 |
| global placement | 9140 | 369 | 43.4 | 0.986 | 1168 |
| floorplan | 8610 | 361 | - | 0.965 | 899 |
| finish | 9730 | 384 | 46.2 | 1.87 | 1200 |
| global route | 9730 | 391 | 46.2 | 1.94 | 1200 |
| detailed placement | 9140 | 373 | 43.4 | 0.986 | 1168 |
layer usage:
| metal | part of all wire [%] | up-vias | GRT usage [%] |
|---|---|---|---|
| met1 | 50 | 2925 | 28.0 |
| met4 | 1.0 | 0 | 1.60 |
| met5 | 0 | - | 0 |
| met2 | 45 | 115 | 26.5 |
| met3 | 3.7 | 13 | 2.97 |
| li1 | - | 3239 | - |
synthesized netlist by cell type, types with 9 or more instances:
library cell  count
nand3_1          49
o31ai_1          19
clkbuf_1         36
xnor2_1          32
nor3_1           18
nand4_1          13
xor2_1           28
inv_1            31
and3_1           22
nor2b_1          12
o21ai_0          71
or2_2            16
a22oi_1          15
or3_1            11
nand2_1          69
a31oi_1           9
dfxtp_1          44
a21oi_1          38
edfxtp_1         59
ha_1             22
nor2_1          100
dfrtp_1          66
layout make-up:
class / instances / area, µm²
Tap cell: 275 / 344
Inverter: 32 / 120
Fill cell: 1948 / 11400
Sequential cell: 169 / 4300
Multi-Input combinational cell: 650 / 3980
Timing Repair Buffer: 42 / 398
Clock buffer: 20 / 480
Clock inverter: 12 / 111
worst register-to-register path, delay by kind of cell (launching register included):
kind	cells	cell delay [ps]
simple gates	5	1620
compound gates	3	840
flops	1	460
buf+inv	2	340
fa+ha+maj	1	330
registers in the layout (all words and copies together) (netlist names), 5 cells and up:
signal           cells
h_count             10
sequence            32
current_length       5
lfsr                16
refresh_counter     17
v_count             10
current_pos          5
counter             25
delay_counter       27
layout by cell type (no fill, tap or decap), types with 22 or more instances in the layout:
cell	synthesis	layout
dfrtp_1	66	66
dfxtp_1	44	44
clkdlybuf4s50_1	0	33
nand3_1	49	49
xnor2_1	32	32
and3_1	22	22
a21oi_1	38	37
xor2_1	28	28
nor2_1	100	100
inv_1	31	30
edfxtp_1	59	59
ha_1	22	22
nand2_1	69	69
o21ai_0	71	71
worst paths after layout:
| path | slack [ps] | to | cells past startpoint | start |
|---|---|---|---|---|
| max reg2reg | 3040 | sequence[0][1] | 11 | current_pos[0] |
| max in group asynchronous | 4350 | current_pos[3] | 3 | rst |
| min in group asynchronous | 1640 | digit_value[0] | 2 | rst |
| min | 380 | btn_valid[0] | 1 | btn_prev[0] |
| max | 2860 | rgb[9] | 4 | state[2] |
| min reg2reg | 380 | btn_valid[0] | 1 | btn_prev[0] |
power by group through the flow:
stage	Clock (mW)	Sequential, mW	Combinational, mW
global route	0.965	0.917	0.0584
CTS	0.925	0.916	0.0524
finish	0.901	0.917	0.0507
cells by family after synthesis:
logic type,share of synthesized area (%)
other,0.0873
buffers and inverters,3.98
multiplexers,0.625
AND/OR/NAND/NOR,21.0
AND-OR/OR-AND,14.9
flip-flops,50.0
adder cells (fa/ha/maj),3.20
XOR/XNOR,6.11
Power is estimated from default activity; no workload was simulated.
